==> design.v <==
`timescale 1ns / 1ps
module image_pulse(
    input clk,
    input tgts_busy,
    input start,
    output reg signal,
    output[7:0] x,
    output[7:0] y,
    output busy
);
    reg[15:0] idx;
    assign { y, x } = idx;
    assign busy = idx != 0;
    always @(posedge clk) begin
        if (start & ~busy) begin
            idx <= 1;
            signal <= 1;
        end else if (busy & ~tgts_busy & ~signal) begin
            idx <= idx + 1;
            signal <= 1;
        end else begin
            signal <= 0;
        end
    end
endmodule
==> run.sh <==
#!/bin/bash
# OpenROAD 26Q1-2900-gdf79404cd8, Yosys 0.63+post, stock flow scripts
make -C /OpenROAD-flow-scripts/flow DESIGN_CONFIG=/design/flow/config.mk WORK_HOME=/design/flow/orfs finish
==> config.mk <==
export PLATFORM = sky130hd
export DESIGN_NAME = image_pulse
export DESIGN_NICKNAME = image_pulse
export VERILOG_FILES = /design/flow/design.v
export SDC_FILE = /design/flow/constraint.sdc
export NUM_CORES = 4
export LEC_CHECK = 1
export CORE_AREA = 10 10 79 79
export DIE_AREA = 0 0 89 89
==> constraint.sdc <==
current_design image_pulse

set clk_period 3.4
set clk_io_pct 0.2

create_clock -name clk0 -period $clk_period [get_ports {clk}]

set non_clock_inputs [all_inputs -no_clocks]
set_input_delay [expr $clk_period * $clk_io_pct] -clock clk0 $non_clock_inputs
set_output_delay [expr $clk_period * $clk_io_pct] -clock clk0 [all_outputs]
==> results_dict.tcl <==
# metrics dict for downstream scripts
set metrics [dict create \
    status "completed" \
    avgSynthCellArea_um2 10.4 \
    clockBufferDepth 2 \
    peakVddDrop_uv 229 \
    io_buffers 20 \
    clkTransAtPathRegs_ns 0.06 \
    ys_area_um2 769 \
    yosysWarnings 1 \
    ff_latch_area_um2 340 \
    cts_resized 0 \
    diodes 0 \
    yosysUniqueCellTypes 23 \
    combPwrFrac 0.275 \
    first_iter_violations 68 \
    min_path_type "flip-flop to flip-flop" \
    die_x_um 89 \
    fp_util 0.165 \
    cts_sinks 17 \
    critPathMaxFanout 5 \
    grt_pass1_vias 608 \
    insertion_delay_ns 0.25 \
    fill_cells 484 \
    min_period_ns 2.49 \
    power_frac_clock 0.228 \
    cts_setup_buffers 0 \
    cts-htree-levels 1 \
    antenna_found_initial 0 \
    final.setup.tns_ns 0 \
    vias 604 \
    finalSetupViolations 0 \
    viasPerCell 3.97 \
    cap_violations 0 \
    largest_area_cell "dfxtp_1" \
    fin_util 0.232 \
    endpoint_kind "output port" \
    syn_inst 74 \
    die-area_um2 7920 \
    powerDensity_nw_per_um2 590 \
    drc_errors 0 \
    critPathLaunchType "flip-flop" \
    wire_per_inst_um 12.2 \
    slew_viol_final 0 \
    fin_crit_sh 0.732 \
    tightest_slew_ns 0.437 \
    grt_setup_unrepaired "false" \
    first_pass_iters 4 \
    worstPathRequired_ns 2.72 \
    grt_use_total 0.0481 \
    p_sw_frac 0.299 \
    ys_cells 74 \
    grt_max_degree 10 \
    synth-seq-cells 17 \
    cp.arrival_ns 1.81 \
    max_slew_margin 0.705 \
    synthTopCellsByArea "dfxtp_1, xnor2_1, xor2_1, ha_1, nand3_1" \
    grt_pass1_wl_um 2990 \
    fmax_mhz 402 \
    power_frac_seq 0.497 \
    ioPinCount 21 \
    critPathKind "flip-flop to output port" \
    rows 25 \
    drive_above_1_share 0.122 \
    warnings 26 \
    hold_viol 0 \
    p_int_w 0.000448 \
    wirelength_um 1850 \
    logic_area_um2 414 \
    coreArea_um2 4660 \
    cts_tree "yes" \
    area_growth_pct 40.7 \
    switchingPower_w 0.000190 \
    netlist.area_leader.share 0.442 \
    skew_ns 0.00352 \
    hpwl_um 1490 \
    cts_root_buf "clkbuf_8" \
    gp_congestion 0.790 \
    leakage_nw 0.399 \
    die_h_um 89 \
    syn-cell-area_um2 769 \
    grt_remaining_overflow 0 \
    antenna_left 0 \
    ys_seq_frac 0.442 \
    cts_inserted_buffers 3 \
    cts_hold_buffers 0 \
]
==> Yosys cell counts <==
cell and number:
a22o_1 1, nand4_1 4, ha_1 2, nor2_1 5
inv_1 4, xor2_1 5, mux2i_1 1, nand2_1 5
dfxtp_1 17, nor3_1 2, and3_1 3, nor4_2 2
nor4_4 1, nand3_1 5, nand4_2 1, xnor2_1 9
nor4b_2 1, and4bb_4 1, mux2i_2 1, and2_1 1
nand2_2 1, or2_2 1, a41oi_1 1
==> layout make-up <==
cell class                      count  share of cell area
Multi-Input combinational cell     53               0.383
Inverter                            4              0.0139
Sequential cell                    17               0.314
Timing Repair Buffer               20               0.185
Tap cell                           54              0.0624
Clock buffer                        4              0.0416
==> worst paths after layout <==
check,start,end,slack [ns],depth (start not counted)
hold reg to reg,idx[12]$_SDFFE_PP0P_,idx[12]$_SDFFE_PP0P_,0.50,1
hold / removal,idx[12]$_SDFFE_PP0P_,idx[12]$_SDFFE_PP0P_,0.50,1
setup reg to reg,idx[0]$_SDFFE_PP1P_,idx[7]$_SDFFE_PP0P_,1.71,6
setup / recovery,idx[0]$_SDFFE_PP1P_,busy,0.91,5
==> power by group through the flow <==
stage	Clock, W	Sequential (W)	Combinational (W)
after CTS	0.000150	0.000318	0.000183
final	0.000146	0.000317	0.000175
after global routing	0.000156	0.000328	0.000199
==> worst max-delay path, stage by stage, from the launching register on <==
cell	delay [ns]
dfxtp_1	0.35
inv_1	0.11
ha_1	0.16
nor4b_2	0.28
nand4_2	0.20
clkdlybuf4s50_1	0.46
==> cells in the final DEF (no fill, tap or decap), drive strengths merged <==
master / Yosys / layout
nor3: 2 / 2
and3: 3 / 3
nor4b: 1 / 1
dfxtp: 17 / 17
xnor2: 9 / 9
mux2i: 2 / 2
ha: 2 / 2
or2: 1 / 1
and4bb: 1 / 1
clkdlybuf4s50: 0 / 20
a41oi: 1 / 1
nand3: 5 / 5
and2: 1 / 1
clkbuf: 0 / 4
inv: 4 / 4
nand2: 6 / 6
nor2: 5 / 5
xor2: 5 / 5
a22o: 1 / 1
nor4: 3 / 3
nand4: 5 / 5
==> logic make-up after synthesis <==
| logic type | after synthesis | share of synthesized area |
|---|---|---|
| AND-OR/OR-AND | 2 | 0.0228 |
| XOR/XNOR | 14 | 0.159 |
| adder cells (fa/ha/maj) | 2 | 0.0325 |
| buffers and inverters | 4 | 0.0195 |
| flip-flops | 17 | 0.442 |
| multiplexers | 2 | 0.0309 |
| AND/OR/NAND/NOR | 33 | 0.293 |
==> registers in the layout, summed over array words and instances (netlist names) <==
name	cells
idx	16
signal	1
==> stage by stage <==
stage	hold WS [ns]	cell area, µm²	cells	power, W	worst slack (ns)
after floorplan	0.447	769	74	0.000381	1.81
after CTS	0.510	1080	152	0.000652	0.877
after global routing	0.529	1080	152	0.000683	0.764
after global placement	0.497	1040	148	0.000500	1.18
after detailed placement	0.503	1040	148	0.000503	1.18
final	0.499	1080	152	0.000638	0.911
==> routing by layer <==
layer  wire length, µm  global-route usage
met2               845              0.0791
met1               824              0.0576
met3               176              0.0257
met5                 0                   0
met4                 5             0.00145
No activity file was given, so power comes from the tool's default toggle rates.

--- /design/flow/run.sh ---
#!/bin/bash
# OpenROAD 26Q1-2900-gdf79404cd8, Yosys 0.63+post, stock flow scripts
make -C /OpenROAD-flow-scripts/flow DESIGN_CONFIG=/design/flow/config.mk WORK_HOME=/design/flow/orfs finish
--- /design/flow/config.mk ---
export PLATFORM = sky130hd
export DESIGN_NAME = color_transmitter
export DESIGN_NICKNAME = color_transmitter
export VERILOG_FILES = /design/flow/design.v
export SDC_FILE = /design/flow/constraint.sdc
export NUM_CORES = 4
export LEC_CHECK = 1
export CORE_UTILIZATION = 30
--- /design/flow/constraint.sdc ---
current_design color_transmitter

set clk_period 4.8
set clk_io_pct 0.2

create_clock -name clk0 -period $clk_period [get_ports {clk}]

set non_clock_inputs [all_inputs -no_clocks]
set_input_delay [expr $clk_period * $clk_io_pct] -clock clk0 $non_clock_inputs
set_output_delay [expr $clk_period * $clk_io_pct] -clock clk0 [all_outputs]
--- /design/flow/design.v ---
module color_transmitter #(
    parameter CLK_FREQ  = 100_000_000,
    parameter BAUD_RATE = 115200
)(
    input         clk,
    input         reset,
    input         start,
    input  [23:0] rgb,
    output        busy,  
    output        TxD
);
    wire tx_idle;
    reg  tx_strobe;
    reg  [7:0] tx_data;
    transmitter #(
        .CLK_FREQ (CLK_FREQ),
        .BAUD_RATE(BAUD_RATE)
    ) UART (
        .clk      (clk),
        .reset    (reset),
        .transmit (tx_strobe),
        .data     (tx_data),
        .TxD      (TxD),
        .idle     (tx_idle)
    );
    reg tx_idle_d;
    always @(posedge clk) tx_idle_d <= tx_idle;
    reg idle_rise;
    always @(posedge clk) idle_rise <= tx_idle & ~tx_idle_d;
    localparam IDLE  = 2'd0,
               LOAD0 = 2'd1,    
               LOAD1 = 2'd2,    
               LOAD2 = 2'd3;    
    reg [1:0]  state;
    reg [23:0] rgb_latch;
    assign busy = tx_strobe | (state != IDLE) | ~tx_idle | start;
    always @(posedge clk or posedge reset) begin
        if (reset) begin
            state     <= IDLE;
            tx_strobe <= 1'b0;
            tx_data   <= 8'hFF;
        end
        else begin
            tx_strobe <= 1'b0;
            case (state)
                IDLE: if (start) begin
                    rgb_latch <= rgb;                
                    tx_data   <= rgb[7:0];           
                    tx_strobe <= 1'b1;               
                    state     <= LOAD1;
                end
                LOAD1: if (idle_rise) begin
                    tx_data   <= rgb_latch[15:8];    
                    tx_strobe <= 1'b1;
                    state     <= LOAD2;
                end
                LOAD2: if (idle_rise) begin
                    tx_data   <= rgb_latch[23:16];   
                    tx_strobe <= 1'b1;
                    state     <= IDLE;               
                end
            endcase
        end
    end
endmodule
module transmitter #(
    parameter CLK_FREQ  = 100_000_000,   
    parameter BAUD_RATE = 115200
)(
    input        clk,
    input        reset,           
    input        transmit,        
    input  [7:0] data,
    output reg   TxD,
    output       idle
);
    localparam integer DIV = CLK_FREQ / BAUD_RATE;    
    localparam IDLE = 1'b0, SEND = 1'b1;
    reg        state;
    reg [13:0] baud_cnt;          
    reg [3:0]  bit_cnt;           
    reg [9:0]  shift_reg;
    assign idle = (state == IDLE);
    always @(posedge clk or posedge reset) begin
        if (reset) begin
            state      <= IDLE;
            baud_cnt   <= 0;
            bit_cnt    <= 0;
            shift_reg  <= 10'h3FF;    
            TxD        <= 1'b1;
        end
        else case (state)
            IDLE: begin
                if (transmit) begin            
                    shift_reg <= {1'b1, data, 1'b0};  
                    bit_cnt   <= 0;
                    baud_cnt  <= 0;
                    TxD       <= 1'b0;         
                    state     <= SEND;
                end
            end
            SEND: begin
                if (baud_cnt == DIV-1) begin   
                    baud_cnt  <= 0;
                    shift_reg <= {1'b1, shift_reg[9:1]};    
                    TxD       <= shift_reg[1];              
                    bit_cnt   <= bit_cnt + 1;
                    if (bit_cnt == 4'd9)       
                        state <= IDLE;         
                end
                else
                    baud_cnt <= baud_cnt + 1;
            end
        endcase
    end
endmodule
==> results.cfg <==
; flow metrics
[floorplanning]
chip_area_um2 = 9270
core_um2 = 8680
fp-utilization_pct = 30.7
ioPinCount = 29
die_x_um = 96.3
placementRows = 34
die_y_um = 96.3

[cells_and_area]
drive_gt1_share_pct = 22.3
largestRegisters = rgb_latch x16, UART.baud_cnt x14
top_register = rgb_latch
area.growth.synth_to_final_pct = 22.7
fin_area_um2 = 3270
final_cells = 373
largest_reg_flops = 16

[detailed_routing]
drc = 0
postRouteWirelength_mm = 4.88
vias = 1858
drt-initial-drc-count = 121
vias_per_cell = 4.98
antenna_cells = 0
first_pass_iters = 4
wl_per_cell_um = 13.1
ant_nets = 0

[synth]
adder_share_pct = 1.41
yosysSeqAreaShare_pct = 56.9
largest_area_cell = dfrtp_1
synth-simple-area-share_pct = 16.7
ys_area_um2 = 2670
edf_count = 16
top_logic_kind = simple AND/OR/NAND/NOR gates
top_cell = dfrtp_1
yosysUniqueCellTypes = 50
synthTopCellsByCount = dfrtp_1 (22), nor2_1 (19), dfstp_2 (17), nand2_1 (17), edfxtp_1 (16)
netlist_area_um2 = 2670
ys_top_cells_by_area = dfrtp_1 (21%), edfxtp_1 (18%), dfstp_2 (17%)
ys_warn_count = 2
postSynth.asyncResetShare_pct = 68.4
ys_seq_elements = 57
synthCells = 227
synth-cells-yosys = 227
yosys.area_share.aoi_pct = 13.5
syn_area_per_cell_um2 = 11.7
synthMuxAreaShare_pct = 7.88
ys.flop_type = dfrtp_1
top_area_share_pct = 20.6
xor_share_pct = 0.328

[setup_path]
worst-path-max-fanout = 3
path_common_cell = clkdlybuf4s50_1
crit_buf_inv = 2
arrival_ns = 2.05
rr_endpoint = UART.baud_cnt[13]
startpoint = start
endpoint = busy
crit_path_max_incr_delay_ns = 0.49
worstSetupEndpointType = primary output
critPathLaunchType = input pin
cp.depth = 3
worstPathRequired_ns = 3.84
crit_type = in2out
regToRegSetupSlack_ns = 2.88
reg2regPathDepth = 5
rr_startpoint = UART.state
slowest_stage = clkdlybuf4s50_1
critPathTopFamily = buffers and inverters
crit_chain = clkdlybuf4s50_1 -> nand3b_1 -> clkdlybuf4s50_1

[placed_design]
dp_cells = 357
preCtsSetupSlack_ns = 1.79
dp_hpwl_mm = 3.26
gp_congestion = 0.828
placed_area_um2 = 3050
io_buffer_count = 28

[sta]
finalMaxSlewViolations = 0
setup_viol = 0
rsz0062_at_grt = no
min_period_ns = 3.01
timing.final.crit_share_pct = 62.8
skew_ns = 0.00717
fmax_ghz = 0.332
relSlewSlack_pct = 60.7
finalHoldViolations = 0
worst-slew-pin-transition_ns = 0.588
tns_ns = 0
setup_slack_ns = 1.79

[global_route]
antenna_found_initial = 0
top_usage_layer = met1
grt-ovfl-total = 0
track_usage_pct = 12.0
grt_max_degree = 40
grt_pass1_wl_mm = 8.49
grt_use_met3_pct = 1.77
met1_usage_pct = 20.4
first_global_vias = 1789
use_met2_pct = 16.7

[clock_network]
ctsHoldBuffers = 0
htreeDepth = 3
cts_tree = built
cts.repair.resized = 0
cts_root_buf = clkbuf_8
cts.path.max_buffers = 2
clock_latency_ns = 0.33
numCtsBuffers = 9
cts.sinks = 57
cts_setup_buffers = 0
path_clk_slew_ns = 0.07

[min_path]
holdPathStages = 1
min_from = tx_idle_d
min_path_type = reg2reg

[pwr]
peakVddDrop_uv = 171
leakage_uw = 0.00132
pwr_density_cell_nw_per_um2 = 314

[job]
cap_violations = 0
warnings = 26

[status]
status = completed
[cell type report]
cell class	instances	area, um^2
Clock buffer	9	124
Clock inverter	7	93.8
Fill cell	860	5410
Inverter	8	30.0
Multi-Input combinational cell	152	1060
Sequential cell	57	1520
Tap cell	108	135
Timing Repair Buffer	32	310
[metal layers]
layer | share of wire [%] | vias to the layer above
met3 | 3.6 | 8
met4 | 2.0 | 0
met2 | 43 | 44
met5 | 0 | -
li1 | - | 924
met1 | 51 | 882
[worst reg2reg max path: cells and delay by family, from the launching register on]
| kind | cells | cell delay, ns |
|---|---|---|
| AOI/OAI and AO/OA | 2 | 0.54 |
| buffers and inverters | 2 | 0.61 |
| DFF | 1 | 0.60 |
| and+or+nand+nor | 1 | 0.11 |
[cells in the final DEF (no fill, tap or decap), types with 3 or more instances in the layout]
cell and n:
a21oi_1 13, a41oi_1 3, and3_1 4, buf_4 4, clkbuf_8 9, clkdlybuf4s50_1 28, dfrtp_1 22, dfstp_2 17
edfxtp_1 16, ha_1 3, inv_1 8, mux2_2 8, mux2i_1 12, nand2_1 17, nand2b_1 7, nand3_1 12
nand4_1 4, nor2_1 19, nor3_1 3, o21ai_0 10, o221a_2 7
[power by group]
part | switching [uW] | total [uW] | internal, uW | leakage (uW)
sequential | 2.09 | 508 | 505 | 0.000607
clock | 196 | 488 | 292 | 0.000106
combinational | 10.3 | 32.3 | 22.0 | 0.000605
total | 209 | 1030 | 819 | 0.00132
[how the worst min path moves through the flow]
| stage | to | slack [ns] |
|---|---|---|
| 6_report | idle_rise | 0.39 |
| 5_1_grt | idle_rise | 0.42 |
| 4_1_cts | idle_rise | 0.39 |
[cells by family after synthesis]
kind of cell / after synthesis
compound gates: 49
xor+xnor: 1
fa+ha+maj: 3
buf+inv: 18
flops: 57
mux: 20
simple gates: 79
[through the flow]
step / total power, uW / hold WS [ns] / utilization (%)
after floorplan: 524 / 0.363 / -
after global routing: 1070 / 0.422 / 37.7
after global placement: 549 / 0.370 / 35.2
final: 1030 / 0.387 / 37.7
after CTS: 1050 / 0.388 / 37.7
after detailed placement: 550 / 0.375 / 35.2
Power and IR drop assume default switching activity.
